### flow/config.mk
export PLATFORM = sky130hd
export DESIGN_NAME = RegFile
export DESIGN_NICKNAME = RegFile
export VERILOG_FILES = /design/flow/design.v
export SDC_FILE = /design/flow/constraint.sdc
export NUM_CORES = 4
export LEC_CHECK = 1
export CORE_UTILIZATION = 30
### flow/run.sh
#!/bin/bash
# OpenROAD 26Q1-2900-gdf79404cd8, Yosys 0.63+post, stock flow scripts
make -C /OpenROAD-flow-scripts/flow DESIGN_CONFIG=/design/flow/config.mk WORK_HOME=/design/flow/orfs finish
### flow/design.v
`timescale 1ns / 1ps
module RegFile(
    input clk,
    input [4:0] adr1,
    input [4:0] adr2,
    input [4:0] wa,
    input en,
    input [31:0] wd,
    output logic [31:0] rs1,
    output logic [31:0] rs2
    );
    logic [31:0] ram [0:31]; 
    always_comb 
    begin
    rs1 = 32'd0;
    rs2 = 32'd0;
    if (adr1 != 0) rs1 = ram[adr1];
    if (adr2 != 0) rs2 = ram[adr2];
    end
    always_ff @ (negedge clk)
    begin
    if (en) begin
        ram[wa] <= wd;
        end
    end
endmodule
### flow/constraint.sdc
current_design RegFile

set clk_period 8.8
set clk_io_pct 0.2

create_clock -name clk0 -period $clk_period [get_ports {clk}]

set non_clock_inputs [all_inputs -no_clocks]
set_input_delay [expr $clk_period * $clk_io_pct] -clock clk0 $non_clock_inputs
set_output_delay [expr $clk_period * $clk_io_pct] -clock clk0 [all_outputs]
==> impl_metrics.csv <==
group,metric,value,unit
clocking,cts_hold_buf,0,
detailed_routing,drcViolationCount,0,
die,row_count,145,
global_route,track_usage,21.5,%
global_route,gr-total-overflow,0,
detailed_routing,ant_nets,0,
die,die_h,398,microns
die,die_w,398,microns
sta,worst_slack,-0.0740,ns
placed_design,hpwl,88600,microns
worst_setup_path,cp.arrival,7.11,ns
outcome,failed_checks,"negative setup slack",
detailed_routing,totalWireLength,158000,microns
cells_and_area,top_regs,"ram x1024",
synth,yosysUniqueCellTypes,40,
cells_and_area,drive_above_1_share,29.4,%
worst_setup_path,crit_chain,"mux4_2 -> a22o_1 -> a2111oi_4 -> nor3_2 -> clkdlybuf4s50_1",
placed_design,dpl.cell_count,4432,
outcome,status,"finished with violations",
die,io_pins,113,
detailed_routing,avgViaCountPerCell,5.30,
detailed_routing,vias,30000,
global_route,antenna_found_initial,4,
synth,ys_async_sr_fraction,0,%
clocking,clockRootBuffer,"clkbuf_16",
clocking,cts_made_buffers,109,
detailed_routing,antenna-diode-count,0,
synth,synth-seq-cells,1024,
cells_and_area,largest_register_ffs,1024,
sta,slew_viol_final,0,
synth,syn-instance-count,2291,
worst_setup_path,crit_type,"flip-flop to output port",
sta,relSlewSlack,19.7,%
synth,synth_area_leader_cell,"edfxtp_1",
min_path,hold_path.class,"input pin to output port",
global_route,grt_pass1_wl,226000,microns
job,cap_violations,0,
detailed_routing,wl_per_cell,27.9,microns
die,initCoreUtil,30.2,%
worst_setup_path,cp_slowest_stage_delay,0.48,ns
worst_setup_path,crit_path_max_fanout,2,
placed_design,place.port_buffers,112,
clocking,clock_path_buffers,3,
sta,fin_hold_ws,4.57,ns
synth,edf_count,1024,
clocking,tritoncts,"done",
synth,syn_avg_cell_area,20.6,sq um
die,dieArea,159000,sq um
job,warning_count,1029,
synth,synth_top_flop_cell,"edfxtp_1",
clocking,cts.sinks,1024,
global_route,grt_max_degree,72,
worst_setup_path,crit_slowest_cell,"mux4_2",
synth,postSynthSeqShare,65.3,%
detailed_routing,drt_first_pass_iters,16,
power_and_ir_drop,power_density,217,nW/um^2
sta,finalSetupViolCount,4,
synth,ys_cells,2291,
placed_design,routabilityCongestion,0.850,
detailed_routing,drt_iter0_markers,1524,
cells_and_area,area_growth_syn_to_layout,29.0,%
cells_and_area,largest_register,"ram",
synth,synthesis.area,47100,sq um
global_route,grt_pass1_vias,36300,
worst_setup_path,crit_required,7.04,ns
sta,worst_pin_slew,1.20,ns
synth,top_cells_by_area,"edfxtp_1, mux4_2, mux2i_1",
sta,rsz0062_at_grt,"yes",
synth,ys_chip_area,47100,sq um
cells_and_area,stdcell_count,5661,
clocking,htreeDepth,3,
sta,hold_viol,0,
synth,top_cell_area_share,65.3,%
power_and_ir_drop,ir_drop,161,uV
worst_setup_path,startpoint_type,"flip-flop",
cells_and_area,nFillCells,13500,
power_and_ir_drop,leakagePower,23.1,nW
die,core_area,156000,sq um
synth,ys_warn_count,1,
worst_setup_path,worstSetupEndpointType,"output port",
clocking,clk_pin_slew,0.04,ns
## worst paths after layout
check / from / end / slack [ns] / cells after the start
hold / removal: adr2[3] / rs2[7] / 4.57 / 6
setup / recovery: ram[15][16]$_DFFE_NP_ / rs1[16] / -0.07 / 5
## area by class of cell
class	instances	area (sq um)	area share (%)
multi-input cells	1071	17000	28.0
inverters	3	11.3	0.0185
well taps	2058	2570	4.24
clock buffers	111	2780	4.57
repair buffers	281	2820	4.64
clock inverters	1113	4820	7.94
flip-flops and latches	1024	30700	50.6
## stage by stage
step	total power, mW	util [%]	setup TNS, ns	setup slack, ns	cell area, sq um
2_1_floorplan	6.77	-	0	0.206	47100
3_3_place_gp	7.21	33.2	-0.00240	-0.00240	51800
3_5_place_dp	7.23	33.2	0	0.0241	51800
4_1_cts	13.3	38.8	-1.49	-0.164	60500
5_1_grt	13.9	38.9	-0.875	-0.192	60700
6_report	13.2	38.9	-0.209	-0.0740	60700
## cell usage after synthesis, types with 5 or more instances
cell type     n
mux4_2      465
edfxtp_1   1024
buf_4        28
buf_2        60
nand2b_1      6
nand3b_1      7
mux2_2       33
nor4_1        5
clkbuf_1     69
o221ai_1      5
o22ai_1     105
a21oi_1       8
nand2_1       7
nor2_1       39
a22o_1       53
mux2i_1     160
a221oi_1      6
a2111oi_0    49
buf_1        18
buf_8         5
nor2b_1      13
a2111oi_2     8
nor3_1       55
a22oi_1      16
buf_6        12
## per-layer routing
| layer | up-vias | GRT usage [%] | share of wire (%) |
|---|---|---|---|
| li1 | 12600 | - | - |
| met1 | 14500 | 19.9 | 29 |
| met2 | 2493 | 30.6 | 47 |
| met3 | 361 | 20.9 | 19 |
| met4 | 16 | 10.1 | 4.1 |
| met5 | - | 1.63 | 0.27 |
## cells in the final DEF (no fill, tap or decap), drive strengths merged, types with 8 or more instances in the layout
cell and instances:
a2111oi 61, a21oi 8, a22o 53, a22oi 16, buf 188, bufinv 19
clkbuf 120, clkdlybuf4s15 15, clkdlybuf4s50 44, clkinvlp 32, dlygate4sd2 17, edfxtp 1024
inv 1062, mux2 33, mux2i 160, mux4 465, nor2 39, nor2b 13
nor3 55, o22ai 105
## timing repair
item,CTS,global route
endpoints found under the setup margin,64,48
pin swaps,75,20
setup buffers,10,3
resized,300,68
## cells by family after synthesis
group                  count (synthesis)  synth area share, %
flip-flops                          1024                 65.3
multiplexers                         658                 26.4
AND/OR/NAND/NOR                      149                 1.63
AND-OR/OR-AND                        264                 4.36
buffers and inverters                196                 2.26
## critical path: cells and delay by family, from the launching register on
family / cells / cell delay [ns]
AOI/OAI and AO/OA: 2 / 0.53
buffers and inverters: 1 / 0.47
DFF: 1 / 0.38
muxes: 1 / 0.48
and+or+nand+nor: 1 / 0.14
## report_power, final
group          leakage, nW  switching [mW]  internal, mW
Sequential            9.22          0.0250          5.47
Clock                 7.29            3.12          3.48
Combinational         6.62           0.604         0.459
Power figures rest on the tool's default switching activity, not on a simulated workload.
