--- /design/flow/run.sh ---
#!/bin/bash
# OpenROAD 26Q1-2900-gdf79404cd8, Yosys 0.63+post, stock flow scripts
make -C /OpenROAD-flow-scripts/flow DESIGN_CONFIG=/design/flow/config.mk WORK_HOME=/design/flow/orfs finish
--- /design/flow/config.mk ---
export PLATFORM = sky130hd
export DESIGN_NAME = HazardHandler
export DESIGN_NICKNAME = HazardHandler
export VERILOG_FILES = /design/flow/design.v
export SDC_FILE = /design/flow/constraint.sdc
export NUM_CORES = 4
export LEC_CHECK = 1
export CORE_AREA = 10 10 206 206
export DIE_AREA = 0 0 216 216
--- /design/flow/constraint.sdc ---
current_design HazardHandler

set clk_period 10.7
set clk_io_pct 0.2

create_clock -name clk0 -period $clk_period [get_ports {CLK}]

set non_clock_inputs [all_inputs -no_clocks]
set_input_delay [expr $clk_period * $clk_io_pct] -clock clk0 $non_clock_inputs
set_output_delay [expr $clk_period * $clk_io_pct] -clock clk0 [all_outputs]
--- /design/flow/design.v ---
`timescale 1ns / 1ps
module HazardHandler(
    input CLK,
    input regWrite,
    input alu_srcA,
    input [6:0] op,
    input [2:0] pcSource,
    input [1:0] alu_srcB,
    input [4:0] addr1,
    input [4:0] addr2,
    input [4:0] wr_addr,
    input [31:0] alu_A,
    input [31:0] alu_B,
    input [31:0] rs2,
    input [31:0] alu_out,
    input [31:0] mem_out,
    input [31:0] csr_out,
    input csr_en,
    input flush,
    input mret,
    output logic [31:0] alu_A_fw,
    output logic [31:0] alu_B_fw,  
    output logic [31:0] rs2_fw,
    output logic stall,
    output logic [3:0] squash
    );
    typedef enum logic [6:0] {
        LUI = 7'b0110111,
        AUIPC = 7'b0010111,
        JAL = 7'b1101111,
        JALR = 7'b1100111,
        BRANCH = 7'b1100011,
        LOAD = 7'b0000011,
        STORE = 7'b0100011,
        OP_IMM = 7'b0010011,
        OP = 7'b0110011,
        CSR = 7'b1110011
    } opcode_t;
    opcode_t OPCODE;
    assign OPCODE = opcode_t'(op);
    typedef struct packed
    {
        logic [31:0]    data;
        logic [4:0]     addr;
        logic           is_load;
    } fw_t;
    fw_t fw_1;
    fw_t fw_1_next;
    fw_t fw_2;
    fw_t fw_2_next;
    logic [3:0] squash_next = 0;
    always_ff @ (posedge CLK)
    begin
        fw_1 <= fw_1_next;
        fw_2 <= fw_2_next;
        squash <= squash_next;
    end
    always_comb
    begin
        stall = 1;
        fw_2_next = fw_1;
        fw_1_next.is_load = 0;
        if ( regWrite == 1 && wr_addr != 0 && squash[1] == 0 && stall == 1)
            begin
            fw_1_next.data = alu_out;
            fw_1_next.addr = wr_addr;
            if ( OPCODE == LOAD )
                begin
                fw_1_next.is_load = 1;
                fw_1_next.data = 0;
                end
            if ( csr_en == 1'b1 )
            begin
                fw_1_next.data = csr_out;
                fw_1_next.addr = wr_addr;
            end
            end
        else
            begin
            fw_1_next.is_load = 0;
            fw_1_next.data = 0;
            fw_1_next.addr = 0;
            end
        alu_A_fw = alu_A;
        alu_B_fw = alu_B;
        rs2_fw = rs2;
        squash_next = squash << 1;
        if ( alu_srcA == 0 )
        begin
            if ( addr1 == fw_1.addr)
            begin
                if ( fw_1.is_load)
                begin
                    stall = 0;
                    squash_next[2] = 1;
                    fw_1_next.data = 0;
                    fw_1_next.addr = 0;
                end
                else alu_A_fw = fw_1.data;
            end
            else if ( addr1 == fw_2.addr)
            begin
                if ( fw_2.is_load)
                begin
                    alu_A_fw = mem_out;
                end  
                else alu_A_fw = fw_2.data;
            end
        end
        if ( addr2 == fw_1.addr)
        begin
            if ( fw_1.is_load)
            begin
                stall = 0;
                squash_next[2] = 1;
                fw_1_next.data = 0;
                fw_1_next.addr = 0;
            end
            else rs2_fw = fw_1.data;
        end
        else if ( addr2 == fw_2.addr)
        begin
            if ( fw_2.is_load)
            begin
                rs2_fw = mem_out;
            end  
            else rs2_fw = fw_2.data;
        end
        if ( alu_srcB == 0 ) alu_B_fw = rs2_fw;
        if ((pcSource != 0 || mret) && stall == 1)
        begin
            squash_next = squash_next | 4'h3;
        end
        if (~stall) squash_next[1:0] = squash[1:0];
        if (stall == 0 ) fw_1_next.is_load = 0;
        if (flush && stall) squash_next[0] = 1;
    end
endmodule
==> metrics.cfg <==
[status]
status=finished, final reports clean

[floorplan]
rows=71
initial_core_util=0.1536
die.size.y_um=216
core_um2=37760
ioPinCount=326
die-area_um2=46660
dieWidth_um=216

[logic_synthesis]
yosysWarnings=1
top_cells_by_area=dfxtp_1 27%, mux2i_1 11%, o311ai_2 8.1%, a2111o_1 6.2%, mux2_4 6.2%
syn_area_per_cell_um2=9.778
synth-async-reset-ratio=0
synthCells=593
top_cell_area_share=0.2728
ys_types=43
ff_type=dfxtp_1
largest_area_cell=dfxtp_1
yosys_area_um2=5798
ys.flops=80
edf_count=1
syn_area_um2=5798
yosys.stat.seqShare=0.2779
synth.yosys.num_cells=593

[clocking]
path_clk_slew_ps=60
cts_sinks=80
h-tree-depth=3
cts_root_buf=clkbuf_16
hold_buffers=0
cts_tree=yes
cts_buffer_depth=2
cts_setup_buffers=0
cts_resized=0
clock_latency_ps=350
numCtsBuffers=9

[global_route]
grt_max_degree=65
grt_pass1_wl_um=43900
gr-usage-all-layers=0.1263
overflow=0
antenna_found_initial=1
grt_pass1_vias=6334

[pwr]
p_per_area_nw_per_um2=89.29
peakVddDrop_v=0.00006045
p_leak_nw=3.306

[final_timing]
holdWs_ps=364.2
drv_slew=0
relSlewSlack=0.4833
max_freq_ghz=0.1339
fin_crit_ps=7469
worst_pin_slew_ps=775.0
setup_viol=0
hold_viol_final=0
skew_ps=13.23
period_used_share=0.6981
tns_ps=0
rsz0062_at_grt=false

[placed_design]
postPlaceCellArea_um2=9514
numPortBuffers=325
place_congestion=0.8043
dp_hpwl_um=23060

[critical_path]
end_kind=output pin
cp_num_buf_inv=4
cp_top_family=buffers and inverters
path_class=input pin to output pin
arrival_ps=5330
cp_max_fo=33
required_ps=8560
crit_chain=clkdlybuf4s50_1, xnor2_1, nand3_2, buf_4, a211oi_4, buf_4, o311ai_0, mux2_2, clkdlybuf4s50_1
slowest_stage=a211oi_4
critPathMaxStageDelay_ps=570
start_kind=input pin

[run]
warnings=25
cap_violations=0

[routing]
ant_nets=0
wire_per_inst_um=21.76
initialDrtViolationCount=322
drt_wl_total_um=30360
drt_first_pass_iters=6
via_per_inst=4.237
route.detailed.drc=0
route.vias.total=5911

[min_path]
hold_path_class=flip-flop to flip-flop

[finish]
drive_gt1_frac=0.1257
layout_top_cell=clkdlybuf4s50_1
area_delta_synth_final_pct=69.90
mostFrequentLayoutCells=324 x clkdlybuf4s50_1, 77 x dfxtp_1, 65 x inv_1
final_area_um2=9851

## worst register-to-register path: stages (launching register included)
cell	delay [ps]
dfxtp_1	360
xor2_1	210
or2_1	320
nor2_1	130
o21a_2	120
buf_4	460
mux2_2	400
## state kept, by name, summed over array words and instances (netlist names)
signal	count
fw_1	38
fw_2	38
squash	4
## cell usage after synthesis (2+ instances only)
cell,number
a2111o_1,32
a21oi_1,2
a222oi_1,32
a22oi_1,32
buf_2,25
buf_6,7
clkbuf_1,36
dfxtp_1,79
inv_1,65
mux2_2,9
mux2_4,24
mux2i_1,63
nand2b_1,3
nand3_1,5
nand4b_1,32
nor2_1,3
nor2b_1,34
nor3_1,33
nor3b_1,6
nor4_1,3
o311ai_2,29
or2_1,2
xnor2_1,13
xor2_1,5
## area by class of cell
class,instances,area (µm²)
clock buffer,14,274.0
antenna,1,2.502
fill,4001,27900
timing repair buffer,344,3391
inverter,65,244.0
clock inverter,2,60.06
tap,511,639.4
multi-input combinational,378,3623
sequential,80,1617
## final timing paths
check        slack (ps)      from            to  depth (start not counted)
min reg2reg         360  fw_1[23]      fw_2[23]                          0
max                3230  addr2[2]  alu_B_fw[31]                          9
min                 360  fw_1[23]      fw_2[23]                          0
max reg2reg        8590   fw_1[2]     squash[0]                          6
## metal layers
layer  routed length (µm)  GRT usage
met1                13460     0.1652
met3                 2123    0.03360
met5                    0          0
met4                  269    0.01049
met2                14500     0.2134
## report_power, final
part	internal (mW)	switching [mW]	total [mW]
clock	0.224	0.132	0.356
combinational	0.155	0.0707	0.225
sequential	0.298	0.000151	0.298
total	0.677	0.203	0.880
## cell families after synthesis
kind of cell | count (synthesis) | synth area share
AND/OR/NAND/NOR | 128 | 0.1457
AND-OR/OR-AND | 136 | 0.2577
multiplexers | 96 | 0.1884
flip-flops | 80 | 0.2779
buffers and inverters | 135 | 0.1032
XOR/XNOR | 18 | 0.02719
## through the flow
| stage | util | power (mW) | setup slack (ps) | cells |
|---|---|---|---|---|
| final | 0.2609 | 0.8796 | 3231 | 1395 |
| after global routing | 0.2609 | 0.9208 | 3006 | 1395 |
| after CTS | 0.2608 | 0.8998 | 3196 | 1394 |
| after detailed placement | 0.2520 | 0.5333 | 3190 | 1378 |
| after global placement | 0.2520 | 0.5327 | 3244 | 1378 |
| after floorplan | - | 0.3755 | 5178 | 593 |
No activity file was given, so power comes from the tool's default toggle rates.
