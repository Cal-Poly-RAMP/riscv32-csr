==> design/flow/design.v <==
`timescale 1ns / 1ps
module BCD(
    input [15:0] HEX,
    output logic [3:0] THOUSANDS,
    output logic [3:0] HUNDREDS,
    output logic [3:0] TENS,
    output logic [3:0] ONES
    );
    int i;
    always_comb begin
        THOUSANDS = 4'h0;  
        HUNDREDS = 4'h0;
        TENS = 4'h0;
        ONES = 4'h0;
        for (i=15; i>=0; i=i-1) begin
            if (THOUSANDS >= 5)
                THOUSANDS = THOUSANDS + 3;
            if (HUNDREDS >= 5)
                HUNDREDS = HUNDREDS + 3;
            if (TENS >= 5)
                TENS = TENS + 3;
            if (ONES >= 5)
                ONES = ONES + 3;
            THOUSANDS = {THOUSANDS[2:0],HUNDREDS[3]};
            HUNDREDS = {HUNDREDS[2:0],TENS[3]};
            TENS = {TENS[2:0],ONES[3]};
            ONES = {ONES[2:0],HEX[i]};
       end
   end
endmodule
`timescale 1ns / 1ps
module CathodeDriver(
    input CLK,
    input [15:0] HEX,
    output logic [7:0] CATHODES,
    output logic [3:0] ANODES
    );
    logic s_clk_500 = 1'b0;              
    logic [1:0] r_disp_digit = 2'b00;    
    logic [19:0] clk_div_counter = 20'h00000;
	always_ff @(posedge CLK) begin
        clk_div_counter = clk_div_counter + 1;
        if ( clk_div_counter == 20'h186A0) begin
            clk_div_counter = 20'h00000;
            s_clk_500 = ~s_clk_500;    
        end
    end
    always_ff @(posedge s_clk_500) begin
        case (r_disp_digit)
            2'b00: begin
                ANODES= 4'b1110;
                case (HEX[3:0])
                    4'b0000: CATHODES = 8'b10000001;  
                    4'b0001: CATHODES = 8'b11001111;  
                    4'b0010: CATHODES = 8'b10010010;  
                    4'b0011: CATHODES = 8'b10000110;  
                    4'b0100: CATHODES = 8'b11001100;  
                    4'b0101: CATHODES = 8'b10100100;  
                    4'b0110: CATHODES = 8'b10100000;  
                    4'b0111: CATHODES = 8'b10001111;  
                    4'b1000: CATHODES = 8'b10000000;  
                    4'b1001: CATHODES = 8'b10001100;  
                    4'b1010: CATHODES = 8'b10001000;  
                    4'b1011: CATHODES = 8'b11100000;  
                    4'b1100: CATHODES = 8'b10110001;  
                    4'b1101: CATHODES = 8'b11000010;  
                    4'b1110: CATHODES = 8'b10110000;  
                    4'b1111: CATHODES = 8'b10111000;  
                    default: CATHODES = 8'b11111111;  
                endcase
            end
            2'b01: begin
                ANODES= 4'b1101;
                case (HEX[7:4])
                    4'b0000: CATHODES = 8'b10000001;
                    4'b0001: CATHODES = 8'b11001111;
                    4'b0010: CATHODES = 8'b10010010;
                    4'b0011: CATHODES = 8'b10000110;
                    4'b0100: CATHODES = 8'b11001100;
                    4'b0101: CATHODES = 8'b10100100;
                    4'b0110: CATHODES = 8'b10100000;
                    4'b0111: CATHODES = 8'b10001111;
                    4'b1000: CATHODES = 8'b10000000;
                    4'b1001: CATHODES = 8'b10001100;
                    4'b1010: CATHODES = 8'b10001000;  
                    4'b1011: CATHODES = 8'b11100000;
                    4'b1100: CATHODES = 8'b10110001;
                    4'b1101: CATHODES = 8'b11000010;
                    4'b1110: CATHODES = 8'b10110000;
                    4'b1111: CATHODES = 8'b10111000;
                    default: CATHODES = 8'b11111111;  
                endcase
            end
            2'b10: begin
                ANODES= 4'b1011;
                case (HEX[11:8])
                    4'b0000: CATHODES = 8'b10000001;
                    4'b0001: CATHODES = 8'b11001111;
                    4'b0010: CATHODES = 8'b10010010;
                    4'b0011: CATHODES = 8'b10000110;
                    4'b0100: CATHODES = 8'b11001100;
                    4'b0101: CATHODES = 8'b10100100;
                    4'b0110: CATHODES = 8'b10100000;
                    4'b0111: CATHODES = 8'b10001111;
                    4'b1000: CATHODES = 8'b10000000;
                    4'b1001: CATHODES = 8'b10001100;
                    4'b1010: CATHODES = 8'b10001000;  
                    4'b1011: CATHODES = 8'b11100000;
                    4'b1100: CATHODES = 8'b10110001;
                    4'b1101: CATHODES = 8'b11000010;
                    4'b1110: CATHODES = 8'b10110000;
                    4'b1111: CATHODES = 8'b10111000;
                    default: CATHODES = 8'b11111111;  
                endcase
            end
            2'b11: begin
                ANODES= 4'b0111;
                case (HEX[15:12])
                    4'b0000: CATHODES = 8'b10000001;
                    4'b0001: CATHODES = 8'b11001111;
                    4'b0010: CATHODES = 8'b10010010;
                    4'b0011: CATHODES = 8'b10000110;
                    4'b0100: CATHODES = 8'b11001100;
                    4'b0101: CATHODES = 8'b10100100;
                    4'b0110: CATHODES = 8'b10100000;
                    4'b0111: CATHODES = 8'b10001111;
                    4'b1000: CATHODES = 8'b10000000;
                    4'b1001: CATHODES = 8'b10001100;
                    4'b1010: CATHODES = 8'b10001000;  
                    4'b1011: CATHODES = 8'b11100000;
                    4'b1100: CATHODES = 8'b10110001;
                    4'b1101: CATHODES = 8'b11000010;
                    4'b1110: CATHODES = 8'b10110000;
                    4'b1111: CATHODES = 8'b10111000;
                    default: CATHODES = 8'b11111111;  
                endcase
            end
            default: begin       
                ANODES = 4'hF;
                CATHODES = 8'hFF;
                r_disp_digit = 2'b00;
            end
        endcase
        r_disp_digit = r_disp_digit + 1;
    end
endmodule
`timescale 1ns / 1ps
module SevSegDisp(
    input CLK,
    input MODE,
    input [15:0] DATA_IN,
    output [7:0] CATHODES,
    output [3:0] ANODES
    );
    logic [15:0] BCD_Val;
    logic [15:0] Hex_Val;
    BCD BCDMod (.HEX(DATA_IN), .THOUSANDS(BCD_Val[15:12]), 
                .HUNDREDS(BCD_Val[11:8]), .TENS(BCD_Val[7:4]),
                .ONES(BCD_Val[3:0]));
    CathodeDriver CathMod (.HEX(Hex_Val), .CLK(CLK), .CATHODES(CATHODES), 
                            .ANODES(ANODES));
    always_comb begin
        if (MODE == 1'b1)
            Hex_Val = BCD_Val;
        else
            Hex_Val = DATA_IN;
    end
endmodule
==> design/flow/run.sh <==
#!/bin/bash
# OpenROAD 26Q1-2900-gdf79404cd8, Yosys 0.63+post, stock flow scripts
make -C /OpenROAD-flow-scripts/flow DESIGN_CONFIG=/design/flow/config.mk WORK_HOME=/design/flow/orfs finish
==> design/flow/config.mk <==
export PLATFORM = sky130hd
export DESIGN_NAME = SevSegDisp
export DESIGN_NICKNAME = SevSegDisp
export VERILOG_FILES = /design/flow/design.v
export SDC_FILE = /design/flow/constraint.sdc
export NUM_CORES = 4
export LEC_CHECK = 1
export CORE_UTILIZATION = 40
==> design/flow/constraint.sdc <==
current_design SevSegDisp

set clk_period 4.8
set clk_io_pct 0.2

create_clock -name clk0 -period $clk_period [get_ports {CLK}]

set non_clock_inputs [all_inputs -no_clocks]
set_input_delay [expr $clk_period * $clk_io_pct] -clock clk0 $non_clock_inputs
set_output_delay [expr $clk_period * $clk_io_pct] -clock clk0 [all_outputs]
==> impl_metrics.xml <==
<?xml version="1.0" encoding="UTF-8"?>
<metrics>
  <group name="run_status">
    <metric name="outcome" unit="">finished, final reports clean</metric>
  </group>
  <group name="drt">
    <metric name="final_antenna_net_count" unit="">0</metric>
    <metric name="vias" unit="">8308</metric>
    <metric name="diodes" unit="">0</metric>
    <metric name="drtIter0Drc" unit="">554</metric>
    <metric name="detail_route.vias_per_cell" unit="">6.025</metric>
    <metric name="detailedRoute.firstPassIterationCount" unit="">7</metric>
    <metric name="route.detailed.drc" unit="">0</metric>
    <metric name="wl" unit="um">20020</metric>
    <metric name="detail_route.wl_per_cell" unit="um">14.52</metric>
  </group>
  <group name="global_route">
    <metric name="grt_antenna_before_repair" unit="">0</metric>
    <metric name="grt.total_usage" unit="%">19.34</metric>
    <metric name="grt_first_pass_wirelength" unit="um">33600</metric>
    <metric name="via_count_of_the_first_global_routing_pass" unit="">7136</metric>
    <metric name="grt-ovfl-total" unit="">0</metric>
    <metric name="grt_start_max_net_pins" unit="">29</metric>
  </group>
  <group name="final_timing">
    <metric name="setup_repair_after_global_routing_missed_its_margin" unit="">no</metric>
    <metric name="period_used_share" unit="%">57.67</metric>
    <metric name="fin_skew" unit="ps">1.949</metric>
    <metric name="unclocked_pins" unit="">13</metric>
    <metric name="timing.final.hold_violations" unit="">0</metric>
    <metric name="worst_slew_slack_as_a_fraction_of_its_limit" unit="%">44.74</metric>
    <metric name="postLayoutSetupSlackWorst" unit="ps">2032</metric>
    <metric name="maxClockFrequency" unit="MHz">361.3</metric>
    <metric name="number_of_unconstrained_endpoints" unit="">24</metric>
    <metric name="max_slew.worst_pin.slew" unit="ps">827.5</metric>
    <metric name="final.min_clock_period" unit="ps">2768</metric>
    <metric name="setup-tns-final" unit="ps">0</metric>
    <metric name="report.final.setup_viol" unit="">0</metric>
    <metric name="drv_slew" unit="">0</metric>
    <metric name="hold_ws" unit="ps">449.7</metric>
  </group>
  <group name="yosys">
    <metric name="top_post_synthesis_cells_by_count" unit="">sky130_fd_sc_hd__nor2_1 (103), sky130_fd_sc_hd__nand2_1 (87), sky130_fd_sc_hd__inv_1 (79)</metric>
    <metric name="ys.flops" unit="">34</metric>
    <metric name="synth.top_cell.area_share" unit="%">9.866</metric>
    <metric name="number_of_warning_messages_in_the_yosys_log" unit="">3</metric>
    <metric name="mappedNetlistArea" unit="sq um">8117</metric>
    <metric name="number_of_distinct_standard_cells_referenced_by_the_synthesized_netlist" unit="">118</metric>
    <metric name="synthesis.area_per_instance" unit="sq um">7.189</metric>
    <metric name="yosys.stat.chipArea" unit="sq um">8117</metric>
    <metric name="top_area_cell" unit="">sky130_fd_sc_hd__ha_1</metric>
    <metric name="synth_seq_share" unit="%">8.509</metric>
    <metric name="ys_dominant_reg_cell" unit="">sky130_fd_sc_hd__dfxtp_1</metric>
    <metric name="synth.top_cells.by_area" unit="">sky130_fd_sc_hd__ha_1 (9.9%), sky130_fd_sc_hd__dfxtp_1 (8.1%), sky130_fd_sc_hd__nor2_1 (4.8%), sky130_fd_sc_hd__nand2_1 (4.0%), sky130_fd_sc_hd__inv_1 (3.7%)</metric>
    <metric name="synthesized_netlist_cell_count" unit="">1129</metric>
    <metric name="netlist.top_cell.by_instances" unit="">sky130_fd_sc_hd__nor2_1</metric>
    <metric name="ys_async_sr_fraction" unit="%">0</metric>
    <metric name="cells_in_synth_stat_txt" unit="">1129</metric>
    <metric name="count_of_library_flops_with_an_enable_pin" unit="">1</metric>
  </group>
  <group name="worst_setup_path">
    <metric name="critical-path-slowest-cell" unit="">sky130_fd_sc_hd__nor4bb_1</metric>
    <metric name="crit_arrival" unit="ps">2900</metric>
    <metric name="start_kind" unit="">flip-flop</metric>
    <metric name="critPathMaxStageDelay" unit="ps">730</metric>
    <metric name="criticalPathCategory" unit="">flip-flop to flip-flop</metric>
    <metric name="worst_path_required" unit="ps">4930</metric>
    <metric name="cp_common_cell" unit="">sky130_fd_sc_hd__nor2_1</metric>
    <metric name="timing.critical_path.fanout_max" unit="">6</metric>
    <metric name="setup.worst_path.end_class" unit="">flip-flop</metric>
    <metric name="list_of_cells_traversed_by_the_critical_path" unit="">nand3_1, nor2_1, nand3_1, nor2_1, xor2_1, nor4b_1, nor4bb_1, buf_4, nor2_1</metric>
    <metric name="setup.reg_to_reg.worst_slack" unit="ps">2030</metric>
  </group>
  <group name="finish">
    <metric name="layout.area.seq" unit="sq um">690.7</metric>
    <metric name="postLayoutCellArea" unit="sq um">8596</metric>
    <metric name="layout-area-overhead-vs-synth" unit="%">5.904</metric>
    <metric name="fill_cells" unit="">2032</metric>
    <metric name="drive_gt1_share" unit="%">7.810</metric>
    <metric name="logic_area" unit="sq um">6839</metric>
  </group>
  <group name="clocking">
    <metric name="cts-resized-gates" unit="">0</metric>
    <metric name="cts_buffer_depth" unit="">2</metric>
    <metric name="cts_tree" unit="">yes</metric>
    <metric name="cts_root_buffer" unit="">sky130_fd_sc_hd__clkbuf_16</metric>
    <metric name="htree_levels" unit="">1</metric>
    <metric name="cts-buffers-inserted" unit="">3</metric>
    <metric name="post_cts.repair.setup_buffers" unit="">0</metric>
    <metric name="cts.hold.buffers_added" unit="">0</metric>
    <metric name="cts.clk_slew.worst_paths" unit="ps">50</metric>
    <metric name="clk-insertion-delay-late" unit="ps">250</metric>
  </group>
  <group name="floorplan">
    <metric name="design.die.area" unit="sq um">20860</metric>
    <metric name="core.rowCount" unit="">51</metric>
    <metric name="die-width" unit="um">144.4</metric>
    <metric name="fp.coreArea" unit="sq um">19650</metric>
    <metric name="initial_core_util" unit="%">41.30</metric>
    <metric name="ios" unit="">30</metric>
    <metric name="fp.dieH" unit="um">144.4</metric>
  </group>
  <group name="min_path">
    <metric name="timing.hold.worst.class" unit="">flip-flop to flip-flop</metric>
  </group>
  <group name="job">
    <metric name="stage_log_warnings" unit="">56</metric>
    <metric name="drv.max_cap_violation_count" unit="">0</metric>
  </group>
  <group name="place">
    <metric name="place_congestion" unit="">0.9025</metric>
    <metric name="placed_area" unit="sq um">8517</metric>
    <metric name="dp_worst_setup_slack" unit="ps">2120</metric>
    <metric name="port-buffer-count" unit="">28</metric>
    <metric name="dpl.hpwl" unit="um">15560</metric>
  </group>
</metrics>
## layout by cell type, fill, tap and decap left out, types with 7 or more instances in the layout
cell type	synthesis	layout
sky130_fd_sc_hd__and2_1	11	11
sky130_fd_sc_hd__nor2b_1	8	8
sky130_fd_sc_hd__clkdlybuf4s50_1	0	28
sky130_fd_sc_hd__o21a_1	9	9
sky130_fd_sc_hd__o21ai_1	9	9
sky130_fd_sc_hd__a211oi_1	14	14
sky130_fd_sc_hd__o22ai_1	11	11
sky130_fd_sc_hd__xnor2_1	24	24
sky130_fd_sc_hd__a21o_1	15	15
sky130_fd_sc_hd__nand2b_1	9	9
sky130_fd_sc_hd__inv_1	79	79
sky130_fd_sc_hd__a31oi_1	24	24
sky130_fd_sc_hd__buf_4	1	8
sky130_fd_sc_hd__and3_1	19	19
sky130_fd_sc_hd__o211a_1	8	8
sky130_fd_sc_hd__ha_1	64	64
sky130_fd_sc_hd__o32ai_1	8	8
sky130_fd_sc_hd__dfxtp_1	33	33
sky130_fd_sc_hd__a221oi_1	13	13
sky130_fd_sc_hd__mux2_2	8	8
sky130_fd_sc_hd__nor2_1	103	103
sky130_fd_sc_hd__o31ai_1	8	8
sky130_fd_sc_hd__nor3_1	41	41
sky130_fd_sc_hd__nand4_1	13	13
sky130_fd_sc_hd__xor2_1	10	10
sky130_fd_sc_hd__mux2i_1	29	29
sky130_fd_sc_hd__a221o_1	7	7
sky130_fd_sc_hd__o221ai_1	9	9
sky130_fd_sc_hd__nor4_1	13	13
sky130_fd_sc_hd__o211ai_1	29	29
sky130_fd_sc_hd__o2111ai_1	9	9
sky130_fd_sc_hd__a21oi_1	59	59
sky130_fd_sc_hd__nand3_1	50	50
sky130_fd_sc_hd__or3_1	13	13
sky130_fd_sc_hd__o21ai_0	49	49
sky130_fd_sc_hd__nand2_1	87	87
## critical path: cells and delay by family (launching register included)
kind	cells	cell delay [ps]
simple gates	7	1910
xor+xnor	1	120
buf+inv	1	270
flops	1	370
## area by class of cell
class,count,share of cell area [%]
sequential,34,8.035
tap,265,3.857
clock buffer,4,0.9170
timing repair buffer,36,3.959
multi-input combinational,956,79.56
inverter,84,3.668
## worst paths after layout
kind	from	endpoint	cells past startpoint
worst max-delay path	CathMod.clk_div_counter[2]	CathMod.clk_div_counter[0]	9
worst min-delay path	CathMod.clk_div_counter[19]	CathMod.clk_div_counter[19]	1
worst max register to register	CathMod.clk_div_counter[2]	CathMod.clk_div_counter[0]	9
worst min register to register	CathMod.clk_div_counter[19]	CathMod.clk_div_counter[19]	1
## metal layers
metal | up-vias | wire length [um] | global-route usage (%)
met3 | 14 | 635 | 0.6743
met4 | 0 | 151 | 1.828
met2 | 169 | 8807 | 30.49
met1 | 3821 | 10430 | 30.17
li1 | 4304 | - | -
met5 | - | 0 | 0
## registers in the layout, summed over array words and instances, names as in the netlist
| name | flops |
|---|---|
| CathMod.ANODES | 4 |
| CathMod.CATHODES | 7 |
| CathMod.r_disp_digit | 2 |
| CathMod.s_clk_500 | 1 |
| CathMod.clk_div_counter | 20 |
## metrics by stage
step	utilization (%)	cells
2_1_floorplan	-	1129
3_3_place_gp	43.33	1375
3_5_place_dp	43.33	1375
4_1_cts	43.74	1379
5_1_grt	43.74	1379
6_report	43.74	1379
## cells by family after synthesis
family	after synthesis	synth area share, %
AND-OR/OR-AND	387	37.38
XOR/XNOR	39	4.887
adder cells (fa/ha/maj)	65	10.00
buffers and inverters	139	7.230
flip-flops	34	8.509
multiplexers	41	5.334
other	1	0.04620
AND/OR/NAND/NOR	423	26.61
